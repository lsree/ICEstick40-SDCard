===== flow/design.v =====
module blinky (
        input clk, 
        output LED1, 
        output LED2, 
        output LED3, 
        output LED4, 
        output LED5
    );
    parameter half_sec_psc = 32'd6000000;
    reg [15:0] div_cntr1;
    reg [6:0] div_cntr2;
    reg half_sec_pulse = 0;
    always@(posedge clk) 
    begin
        div_cntr1 <= div_cntr1  + 1;
        if (div_cntr1 == 0)
            if (div_cntr2 == 91)
            begin
                half_sec_pulse <= ~half_sec_pulse;
                div_cntr2  <= 0;
            end
            else
                div_cntr2 <= div_cntr2 + 1;
   end
    assign LED5 = half_sec_pulse;
    assign {LED2, LED4} = {2{half_sec_pulse}};
    assign {LED1, LED3} = {2{!half_sec_pulse}};
endmodule

===== flow/run.sh =====
#!/bin/bash
# OpenROAD 26Q1-2900-gdf79404cd8, Yosys 0.63+post, stock flow scripts
make -C /OpenROAD-flow-scripts/flow DESIGN_CONFIG=/design/flow/config.mk WORK_HOME=/design/flow/orfs finish

===== flow/config.mk =====
export PLATFORM = sky130hd
export DESIGN_NAME = blinky
export DESIGN_NICKNAME = blinky
export VERILOG_FILES = /design/flow/design.v
export SDC_FILE = /design/flow/constraint.sdc
export NUM_CORES = 4
export LEC_CHECK = 1
export CORE_AREA = 10 10 95 95
export DIE_AREA = 0 0 105 105

===== flow/constraint.sdc =====
current_design blinky

set clk_period 2.3
set clk_io_pct 0.2

create_clock -name clk0 -period $clk_period [get_ports {clk}]

set non_clock_inputs [all_inputs -no_clocks]
set_input_delay [expr $clk_period * $clk_io_pct] -clock clk0 $non_clock_inputs
set_output_delay [expr $clk_period * $clk_io_pct] -clock clk0 [all_outputs]

==> flow_summary.rst <==
Physical design figures
=======================

.. list-table::
   :header-rows: 1

   * - Metric
     - Value
   * - Outcome
     - completed
   * - Max clock buf depth
     - 2
   * - Sum of net half-perimeters after detailed placement
     - 1140 um
   * - RSZ-0062 raised after global routing
     - no
   * - Number of global-route vias before repair
     - 605
   * - HP Start
     - div_cntr1[0]
   * - WHS Endpoint
     - div_cntr1[0]
   * - Postcts setup bufs
     - 0
   * - Kind of end point of the critical path
     - output port
   * - Number of buffers inserted during clock tree synthesis
     - 3
   * - Family with the most delay on the worst path
     - buffers and inverters
   * - Register bit total from synthesis
     - 24
   * - Maximum number of pins on one net before global-route repair
     - 14
   * - Starting density of the core
     - 16.0%
   * - Total power per unit cell area
     - about 550 nW/um2
   * - Reg2Reg Setup Slack
     - between 0.6 and 0.7 ns
   * - Area of the mapped netlist
     - 1100 um2
   * - Maximum net fanout on the critical path
     - 4
   * - Largest stage delay on the critical path
     - about 0.47 ns
   * - Vias after detailed routing
     - approximately 670
   * - Cell-by-cell listing of the critical path
     - inv_1, clkdlybuf4s50_1
   * - Post-route standard cell area excluding fillers
     - between 1000 and 1500 um2
   * - Number of sinks handled by clock tree synthesis
     - 24
   * - Final ANT Viol Nets
     - 0
   * - Transition time at the pin with the least slew margin
     - between 0.3 and 0.4 ns
   * - Clock Pin Slew Worst Setup and Hold Paths
     - roughly 0.08 ns
   * - Die x size
     - between 100 and 150 um
   * - Initial antenna violation count
     - 0
   * - Deepest level of the CTS H-tree
     - 1
   * - Cells in synth_stat.txt
     - 99
   * - Chip area estimate from yosys synthesis
     - approximately 1100 um2
   * - Critical path data arrival time
     - approximately 1.3 ns
   * - Detailed-route wire length
     - 1560 um
   * - Global-route usage over all layers
     - under 10%
   * - Wire length per cell after detailed routing
     - ~7.8 um
   * - Crit path buffers/inverters
     - 2
   * - Minimum clock period after layout
     - between 1.5 and 2 ns
   * - Top logic cell by instance count in the layout
     - dfxtp_1
   * - Final-layout setup total negative slack
     - 0 ns
   * - Critical path launch point type
     - flip-flop
   * - Placer's final routability congestion estimate
     - approximately 0.75
   * - I/O Pins
     - 6
   * - Kind of critical path
     - flip-flop to output port
   * - Max rail drop VDD
     - 0.260 mV
   * - Number of pins with negative max-slew slack in the final report
     - 0
   * - Detail-routed via count per cell
     - between 3 and 4
   * - Hold WC Path Type
     - flip-flop to flip-flop
   * - TritonCTS clock tree
     - built
   * - Period utilization
     - ~75%
   * - Count of maximum capacitance violations
     - 0
   * - Full die area
     - 11,000 um2
   * - Peak clock frequency supported by timing
     - between 500 and 600 MHz
   * - Number of antenna cells inserted
     - 0
   * - Tool Warnings
     - 26
   * - Worst rel slew slack
     - between 70% and 80%
   * - Post-Syn Area per Cell
     - around 11 um2
   * - Remaining global-route overflow
     - 0
   * - Worst R2R Path Depth
     - 5
   * - Critical Path RT
     - roughly 1.8 ns
   * - Core area
     - 6910 um2
   * - WHS Path Cells
     - 1
   * - Hold buffer count at CTS
     - 0
   * - Number of fill cells
     - approximately 770
   * - Most frequent cells in the layout
     - 16 x dfxtp_1, 13 x xor2_1, 8 x nor2_1, 8 x edfxtp_1, 7 x nand3_1
   * - Instance tally after logic synthesis
     - about 99
   * - Number of rows created at floorplan
     - 30
   * - Final Skew
     - 0.00250 ns
   * - Top cells by area
     - dfxtp_1 29%, edfxtp_1 22%, xor2_1 10%, nor4_2 4.5%, xnor2_1 4.0%
   * - Fraction of layout cells with a size suffix above 1
     - 11.5%
   * - Final number of setup-violating endpoints
     - 0
   * - Insertion delay of the later-clocked pin in the worst-skew pair
     - around 0.26 ns
   * - Placed cell area
     - 1240 um2
   * - Worst R2R End
     - half_sec_pulse
   * - Buffers on Ports
     - 5
   * - Cell type of the slowest stage on the worst timing path
     - clkdlybuf4s50_1
   * - Synthesis warning total
     - 1
   * - Detailed Route Iter0 Violations
     - 18
   * - Seq share, synth
     - between 50% and 60%
   * - Die Span Y
     - between 100 and 150 um
   * - Hold Violations, Final
     - 0
   * - Number of library cell types mapped by synthesis
     - 27
   * - Launch instance of the worst register-to-register path
     - div_cntr1[0]
   * - Layout overhead on the synthesized area
     - 17.9%
   * - Root buffer cell
     - clkbuf_8
   * - First-pass iteration count of the detailed router
     - 3
   * - Number of instances resized during post-cts repair
     - 0
   * - Library cell with the largest summed area after synthesis
     - dfxtp_1
   * - First-pass GRT wire length
     - around 2700 um
   * - Top-area cell type share of the netlist area
     - between 20 and 30%
   * - Leakage power summed over all cells
     - slightly above 0.5 nW
   * - Number of remaining DRC errors
     - 0
power by group:
group          switching (mW)  internal (mW)
Clock                   0.123          0.152
Sequential                  0          0.434
Combinational               0              0
Total                   0.123          0.587
sequential cells by signal, summed over array words and instances (netlist names):
signal          cells
div_cntr2           7
div_cntr1          16
half_sec_pulse      1
metal layers:
metal / part of all wire [%] / track usage, % / vias up
met3: 7.0 / 1.43 / 0
met2: 37 / 3.87 / 11
met4: 0 / 0.0980 / 0
met1: 56 / 4.19 / 305
li1: - / - / 352
met5: 0 / 0 / -
worst max path at each step:
stage                 slack, ns   end            from  depth (start not counted)
after CTS                  0.56  LED1  half_sec_pulse                          2
after global routing       0.50  LED1  half_sec_pulse                          2
final                      0.58  LED1  half_sec_pulse                          2
metrics by stage:
step                      setup slack (ns)  cells  hold WS (ns)  util (%)  power [mW]
after detailed placement             0.662    196         0.422      18.0       0.444
after global placement               0.673    196         0.417      18.0       0.444
after global routing                 0.502    200         0.474      18.8       0.738
after CTS                            0.564    200         0.448      18.8       0.719
final                                0.582    200         0.444      18.8       0.710
after floorplan                      0.803     99         0.405         -       0.444
cell families after synthesis:
logic type      synth area share [%]
buf+inv                         4.20
flops                           50.9
compound gates                  1.25
xor+xnor                        14.3
fa+ha+maj                       3.41
simple gates                    26.0
synthesized netlist by cell type:
cell      instances
dfxtp_1          16
xnor2_1           5
nor4b_1           1
inv_1             5
nor4_2            4
nand4_4           1
nor4_1            2
nand4_2           1
and2_1            1
nor3_1            5
and4_1            1
buf_2             1
o21ai_0           1
buf_4             3
edfxtp_1          8
nand3b_1          1
a221oi_1          1
nand4_1           1
nand2_1           5
nand3_2           1
and3b_1           1
nor2b_1           2
nor2_1            8
xor2_1           13
nand3_1           7
nor3b_2           1
ha_1              3
cell type report:
type,count,area [um2],share of cell area (%)
tap,96,120,9.24
sequential,24,561,43.1
clock buffer,4,55.1,4.23
multi-input combinational,66,495,38.1
timing repair buffer,5,50.0,3.85
inverter,5,18.8,1.44
Power is estimated from default activity; no workload was simulated.
